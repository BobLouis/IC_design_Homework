===== config.mk =====
export PLATFORM = sky130hd
export DESIGN_NAME = TLS
export DESIGN_NICKNAME = TLS
export VERILOG_FILES = /design/flow/design.v
export SDC_FILE = /design/flow/constraint.sdc
export NUM_CORES = 4
export LEC_CHECK = 1
export CORE_UTILIZATION = 40

===== constraint.sdc =====
current_design TLS

set clk_period 3.6
set clk_io_pct 0.2

create_clock -name clk0 -period $clk_period [get_ports {clk}]

set non_clock_inputs [all_inputs -no_clocks]
set_input_delay [expr $clk_period * $clk_io_pct] -clock clk0 $non_clock_inputs
set_output_delay [expr $clk_period * $clk_io_pct] -clock clk0 [all_outputs]

===== design.v =====
module TLS(clk, reset, Set, Stop, Jump, Gin, Yin, Rin, Gout, Yout, Rout);
input           clk;
input           reset;
input           Set;
input           Stop;
input           Jump;
input     [3:0] Gin;
input     [3:0] Yin;
input     [3:0] Rin;
output reg      Gout;
output reg      Yout;
output reg      Rout;
reg [2:0]state, next_state;
reg cnt_rst;
reg [4:0]cnt;
reg [3:0]g_t;
reg [3:0]y_t;
reg [3:0]r_t;
reg [12:0]i;
parameter IDLE  = 3'd0;
parameter GREEN = 3'd1;
parameter YELLOW= 3'd2;
parameter RED   = 3'd3;
always @(posedge clk or posedge reset) begin
    if(reset) i <= 1;
    else i <= i + 1;
end
always @(posedge clk or posedge reset) begin
    if(reset) state <= IDLE;
    else if (!Stop)state <= next_state;
end
always @(*) begin
    if(Set)begin
        next_state = GREEN;
    end
    else if(Jump)begin
        next_state = RED;
    end
    else begin
        case (state)
            IDLE:begin
                if(Set == 1) next_state = GREEN;
                else next_state = IDLE;
            end 
            GREEN:begin
                if(cnt == g_t -1  && !Stop) 
                    next_state = YELLOW;
                else next_state = GREEN;
            end
            YELLOW:begin
                if(cnt == y_t -1  && !Stop) next_state = RED;
                else next_state = YELLOW;
            end
            RED:begin
                if(cnt == r_t -1  && !Stop) next_state = GREEN;
                else next_state = RED;
            end
            default: next_state = IDLE;
        endcase
    end
end
always @(posedge clk or posedge reset) begin
    if(reset) begin
        cnt <= 0;
    end
    else begin
        case (state)
            IDLE:begin
                cnt <= 0;
            end 
            GREEN:begin
                if(cnt >= g_t -1 && !Stop) cnt <= 0;
                else if (Jump) cnt <= 0;
                else if(!Stop)cnt <= cnt + 1;
            end
            YELLOW:begin
                if(cnt >= y_t-1 && !Stop) cnt <= 0;
                else if (Jump) cnt <= 0;
                else if(!Stop)cnt <= cnt + 1;
            end
            RED:begin
                if(cnt >= r_t-1 && !Stop) cnt <= 0;
                else if (Jump) cnt <= 0;
                else if(!Stop)cnt <= cnt + 1;
            end
            default: cnt <= cnt;
        endcase
    end
end
always @(posedge clk or posedge reset) begin
    if(reset)begin
        g_t <= 0;
        y_t <= 0;
        r_t <= 0;
    end 
    else if(Set == 1)begin
        g_t <= Gin;
        y_t <= Yin;
        r_t <= Rin;
    end
end
always @(posedge clk) begin
    if(next_state == GREEN && !Stop)begin
        Gout <= 1;
        Yout <= 0;
        Rout <= 0;
    end
    else if(next_state == YELLOW && !Stop)begin
        Gout <= 0;
        Yout <= 1;
        Rout <= 0;
    end
    else if(next_state == RED && !Stop)begin
        Gout <= 0;
        Yout <= 0;
        Rout <= 1;
    end
end
endmodule

===== run.sh =====
#!/bin/bash
# OpenROAD 26Q1-2900-gdf79404cd8, Yosys 0.63+post, stock flow scripts
make -C /OpenROAD-flow-scripts/flow DESIGN_CONFIG=/design/flow/config.mk WORK_HOME=/design/flow/orfs finish

==> impl_metrics.yaml <==
# synthesis and place-and-route metrics
die:
  fp-utilization: 0.422
  chip_area_um2: 4140
  chipWidth_um: 64.4
  die.size.y_um: 64.4
  core_area_um2: 3690
  io-pin-count: 20
  core.rowCount: 22
synth:
  yosys_register_bits: 24
  number_of_flops_mapped_to_enable_cells_by_yosys: 0
  synthArstFlopShare: 0.875
  postSynthAreaPerCell_um2: 9.55
  synth_sequential_area_ratio: 0.377
  postSynthCellCount: 163
  yosys.cell_types.count: 43
  synthesis.area_um2: 1560
  synth-cells-yosys: 163
  synth_top_flop_cell: "dfrtp_1"
  yosys_area_um2: 1560
  ys.warnings.count: 1
critical_path:
  crit_top_cell: "ha_1"
  crit_path_cell_trace: "inv_1 > ha_1 > xnor2_1 > ha_1 > nand4_1 > a311o_1 > a2111oi_4 > nor3_1 > mux2_2"
  end_kind: "flip-flop"
  crit_slowest_cell: "a2111oi_4"
  cp-start-kind: "flip-flop"
  worst_ep_required_time_ps: 3750
  worst-endpoint-arrival_ps: 2740
  timing.critical_path.fanout_max: 6
  worst_path_largest_cell_delay_ps: 490
  setup.worst_path.class: "flip-flop to flip-flop"
routing:
  detail_route_antenna_nets: 0
  detailedRoute.firstPassIterationCount: 4
  drt_wl_total_mm: 3.08
  vias_per_cell: 5.47
  drt_drc_violations_left: 0
  vias: 1259
  drt-initial-drc-count: 39
  antenna-diode-count: 0
  detail_route.wl_per_cell_um: 13.4
job:
  max-cap-violations: 0
  stage_log_warnings: 25
min_path:
  hold_path.class: "flip-flop to flip-flop"
power:
  power.density_nw_per_um2: 376
  max-vdd-ir-drop_mv: 0.186
  report.power.total_mw: 0.693
  total_leakage_power_nw: 0.815
clock_tree:
  cts_setup_buffers: 0
  cts.sink_count: 24
  cts_buffers: 3
  worst_skew_pair.late_latency_ps: 260
  tritoncts: "done"
  post_cts.resized_instances: 0
  cts.path.max_buffers: 2
  htree_num_levels: 1
  clk_transition_reported_paths_ps: 80
  cts_hold_repair.buffers: 0
  buffer_type_at_the_clock_tree_root: "clkbuf_8"
final_timing:
  max-slew-margin-rel: 0.460
  finalHoldWorstSlack_ps: 457
  clock.fmax_mhz: 387
  postLayoutSetupSlackWorst_ps: 1010
  hold_viol: 0
  slew_viol_final: 0
  setup-tns-final_ps: 0
  min_period_ps: 2590
  worstMarginPinSlew_ps: 810
  finClkSkew_ps: 2.60
  finalClockPeriodUsage: 0.718
  rsz0062_at_grt: "no"
  report.final.setup_viol: 0
final_layout:
  final_layout_size_suffix_gt1_frac: 0.0879
  layout.core_utilization: 0.500
  final_cell_area_um2: 1840
  post_layout_nonfiller_instances: 230
  area_delta_synth_final_pct: 18.4
place:
  detailedPlace.worstSlack_ps: 749
  port-buffer-count: 19
  postPlaceCellArea_um2: 1790
  place_congestion: 0.901
  dp.cells: 226
  detailed_place_hpwl_mm: 2.38
grt:
  first_global_vias: 1167
  grt_antenna_before_repair: 0
  total_gr_overflow: 0
  first_pass_grt_wire_length_mm: 5.25
  grt_util_all_layers: 0.164
  grt_start_max_net_pins: 22
status:
  outcome: "finished clean"
[cells in the mapped netlist, types with 2 or more instances]
cell      instances  area, µm²
inv_1            15       56.3
nor2b_1           2       12.5
mux2_2            7       78.8
a31oi_1           2       12.5
o21a_1            2       15.0
nand4_1           5       31.3
o21ai_0          11       55.1
nor2_1           13       48.8
a211o_1           2       17.5
xnor2_1           6       52.6
dfxtp_1           3       60.1
clkbuf_1          3       11.3
ha_1             16        200
o31ai_1           2       15.0
o211ai_1          2       15.0
nor3_1            7       35.0
a211oi_1          2       15.0
a21oi_1           2       10.0
nor3b_1           2       15.0
nand2b_1          2       12.5
a21o_1            3       22.5
dfrtp_1          20        500
nand2_1          11       41.3
nor4_1            4       25.0
[flip-flops by register name (all words and copies together) (netlist names)]
register / cells
g_t: 4
Rout: 1
state: 4
y_t: 4
r_t: 4
Gout: 1
Yout: 1
cnt: 5
[worst paths after layout]
path	from	end	slack [ps]	depth (start not counted)
min	Rout	Rout	460	2
max reg2reg	y_t[0]	cnt[0]	1010	9
max in group asynchronous	reset	cnt[3]	2190	2
min reg2reg	Rout	Rout	460	2
max	y_t[0]	cnt[0]	1010	9
min in group asynchronous	reset	g_t[2]	910	2
[power breakdown]
| group | switching [mW] | internal [mW] | leakage [nW] |
|---|---|---|---|
| registers | 0.0239 | 0.293 | 0.284 |
| logic | 0.0966 | 0.0995 | 0.501 |
| clock network | 0.0822 | 0.0974 | 0.0288 |
[critical path: cells and delay by family (launching register included)]
family	cells	cell delay (ps)
multiplexers	1	280
AND-OR/OR-AND	2	870
buffers and inverters	1	80
AND/OR/NAND/NOR	2	260
adder cells (fa/ha/maj)	2	520
XOR/XNOR	1	120
flip-flops	1	350
[routing by layer]
| layer | vias to the layer above | wire (µm) | track usage |
|---|---|---|---|
| met5 | - | 0 | 0 |
| met4 | 0 | 37 | 0.0278 |
| met3 | 4 | 114 | 0.0181 |
| met2 | 30 | 1380 | 0.259 |
| met1 | 589 | 1550 | 0.253 |
| li1 | 636 | - | - |
[area by class of cell]
cell class | instances | area, µm²
Timing Repair Buffer | 20 | 198
Sequential cell | 24 | 587
Fill cell | 342 | 1850
Clock buffer | 4 | 55.1
Inverter | 15 | 56.3
Tap cell | 48 | 60.1
Multi-Input combinational cell | 119 | 887
[layout by cell type (no fill, tap or decap), drive strengths merged, types with 3 or more instances in the layout]
cell type,count
a21o,3
inv,15
o21ai,11
dfxtp,3
nor2,13
nand4,5
nand2,11
ha,16
nor3,7
dfrtp,20
clkbuf,4
nor4,4
clkdlybuf4s50,19
xnor2,6
mux2,7
[kinds of logic (layout without fill, tap and decap cells)]
kind of cell,after synthesis,after routing,synth area share
compound gates,36,36,0.172
xor+xnor,6,6,0.0338
fa+ha+maj,16,16,0.129
buf+inv,20,39,0.0530
flops,24,24,0.377
mux,8,8,0.0571
simple gates,53,53,0.178
Power and IR drop assume default switching activity.
