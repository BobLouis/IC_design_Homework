`flow/run.sh`:
```
#!/bin/bash
# OpenROAD 26Q1-2900-gdf79404cd8, Yosys 0.63+post, stock flow scripts
make -C /OpenROAD-flow-scripts/flow DESIGN_CONFIG=/design/flow/config.mk WORK_HOME=/design/flow/orfs finish
```
`flow/design.v`:
```
`timescale 1ns/10ps
module ELA(clk, rst, in_data, data_rd, req, wen, addr, data_wr, done);
	input				clk;
	input				rst;
	input		[7:0]	in_data;
	input		[7:0]	data_rd;
	output				req;
	output		reg		wen;
	output		reg[9:0]addr;
	output		reg[7:0]data_wr;
	output				done;
	reg [2:0]state, next_state;
	reg [7:0]buff[0:31];
	reg [4:0]row, col, cnt;
	reg [7:0]tmp1, tmp2;
	wire [7:0] d1,d2,d3;
	wire [7:0] a,b,c,d,e,f;
	reg [8:0]out_tmp;
	assign a = buff[0];
	assign b = buff[1];
	assign c = buff[4];
	assign d = buff[2];
	assign e = buff[3];
	assign f = buff[5];
	parameter IDLE = 3'd0;
	parameter ODD_RD = 3'd1;
	parameter ODD_WR = 3'd2;
	parameter EVEN_RD = 3'd3;
	parameter EVEN_WR = 3'd4;
	parameter DONE = 3'd5;
	always @(posedge clk or posedge rst) begin
		if(rst)
			state <= IDLE;
		else 
			state <= next_state;
	end
	always @(*) begin
		case(state)
			IDLE :begin
				next_state = ODD_RD;
			end
			ODD_RD :begin
				if(cnt == 31)
					next_state = ODD_WR;
				else
					next_state = ODD_RD;
			end
			ODD_WR :begin
				if(col == 31)begin
					if(row == 30)
						next_state = EVEN_RD;
					else
						next_state = ODD_RD;
				end
				else begin
					next_state = ODD_WR;
				end
			end
			EVEN_RD :begin
				if((col == 0) && cnt == 3)
					next_state = EVEN_WR;
				else if((col != 0) && cnt == 2)
					next_state = EVEN_WR;
				else 
					next_state = EVEN_RD;
			end
			EVEN_WR :begin
				if(col == 31 && row == 30)
					next_state = DONE;
				else
					next_state = EVEN_RD;
			end
			DONE:
				next_state = DONE;
			default: next_state = IDLE;
		endcase
	end
	assign req = (state == ODD_RD && cnt == 0)?1:0;
	always @(posedge clk) begin
		if(state == ODD_RD)begin
			buff[cnt] <= in_data;
		end
		else if(next_state == EVEN_RD || next_state == EVEN_WR)begin
			if(!col) begin
				buff[cnt - 1] <= data_rd;
			end
			else if (col != 31) begin
				buff[ cnt+3 ] <= data_rd;
				if(col != 1 && !cnt)begin
					buff[0] <= buff[1];
					buff[1] <= buff[4];
					buff[2] <= buff[3];
					buff[3] <= buff[5];
				end
			end
		end
	end
	always @(posedge clk or posedge rst) begin
		if(rst)begin
			cnt <= 0;
		end
		else if(state == ODD_RD)begin
			cnt <= cnt + 1;
		end
		else if(state == EVEN_RD)begin
			cnt <= cnt + 1;
		end
		else if(state == EVEN_WR)begin
			cnt <= 0;
		end
	end
	always @(posedge clk or posedge rst) begin
		if(rst)begin
			addr <= 0;
		end
		else if(state == ODD_WR)begin
			addr <= {row,col};
		end
		else if(state == EVEN_RD)begin
			if(col == 0)begin
				if(cnt == 0 || cnt == 1)
					addr <= {row,cnt};
				else
					addr <= {row +5'd2,cnt -5'd2}; 
			end
			else begin
				if(cnt == 0)
					addr <= {row , col + 5'd1};
				else
					addr <= {row +5'd2, col + 5'd1};
			end
		end
		else if (state == EVEN_WR)begin
			addr <= {row + 5'd1,col};
		end
	end
	assign d1 = (a>f)?a-f:f-a;
	assign d2 = (b>e)?b-e:e-b;
	assign d3 = (c>d)?c-d:d-c;
	always @(*) begin
		if(col == 0) begin
			out_tmp = buff[0] + buff[2];
		end
		else if(col == 31)begin
			out_tmp = (buff[4] + buff[5]);
		end
		else begin
			if(d2 <= d1 && d2 <= d3)
				out_tmp = (b+e);
			else if(d1 <= d2 && d1 <= d3)	
				out_tmp = (a+f);
			else
				out_tmp = (c+d);
		end
	end
	always @(posedge clk ) begin
		if(state == ODD_WR)begin
			data_wr <= buff[col];
			wen <= 1;
		end
		else if(state == EVEN_WR)begin
			wen <= 1;
			data_wr <= out_tmp[8:1];
		end
		else
			wen <= 0;
	end
	always @(posedge clk) begin
		if(rst)begin
			row <= 0;
			col <= 0;
		end
		else if(state == ODD_RD || state == ODD_WR)begin
			if(col == 31 && state == ODD_WR)
				row <= row + 2;
			col <= col +1;
		end
		else if(state == EVEN_WR)begin
			if(col == 31)begin
				row <= row + 2;
			end
			col <= col + 1;
		end
	end
	assign done = (state == DONE)?1:0;
endmodule
```
`flow/constraint.sdc`:
```
current_design ELA

set clk_period 6.9
set clk_io_pct 0.2

create_clock -name clk0 -period $clk_period [get_ports {clk}]

set non_clock_inputs [all_inputs -no_clocks]
set_input_delay [expr $clk_period * $clk_io_pct] -clock clk0 $non_clock_inputs
set_output_delay [expr $clk_period * $clk_io_pct] -clock clk0 [all_outputs]
```
`flow/config.mk`:
```
export PLATFORM = sky130hd
export DESIGN_NAME = ELA
export DESIGN_NICKNAME = ELA
export VERILOG_FILES = /design/flow/design.v
export SDC_FILE = /design/flow/constraint.sdc
export NUM_CORES = 4
export LEC_CHECK = 1
export CORE_UTILIZATION = 40
```
==> run_results.csv <==
group,metric,value,unit
final_layout,final_cell_mix,"264 x edfxtp_1, 117 x ha_1, 106 x inv_1",
floorplan,ioPinCount,39,
final_layout,drive_above_1_share,13.63,%
route,drc,0,
clock_network,cts_tree,"yes",
place,portBuffers,38,
hold_path,hold_path.class,"flop to flop",
synth,ys_area,16870,um^2
route,antenna_left,0,
worst_setup_path,crit_path_end,"data_wr[7]",
route,wirelength,41.69,mm
route,num_vias,10580,
clock_network,cts_buffers,36,
clock_network,post_cts.resized_instances,0,
route,drt_iter0_drc,750,
floorplan,core,41200,um^2
synth,area_leaders,"edfxtp_1 47%, mux4_2 11%, ha_1 8.7%",
flow_run,tool_warnings,79,
power_and_ir_drop,vdd_drop_max,0.0003017,V
worst_setup_path,cp.arrival,6.05,ns
place,dp_hpwl,30.78,mm
worst_setup_path,ff2ff_setup_slack,1.24,ns
final_layout,area_growth,12.49,%
global_routing,gr-usage-met1,30.34,%
sta,fin_crit,5.661,ns
global_routing,busiest_layer,"met2",
global_routing,grt_pass1_wl,64.60,mm
synth,syn_area,16870,um^2
clock_network,clkSinkCount,300,
sta,worst_pin_slew,0.9849,ns
clock_network,path_clk_slew,0.06,ns
sta,max_slew_margin,34.09,%
worst_setup_path,cp-start-kind,"flop",
worst_setup_path,cp-end-kind,"flop",
global_routing,met2_usage,31.67,%
worst_setup_path,critical_path_class,"flop to flop",
worst_setup_path,required,7.29,ns
flow_run,drv_cap,0,
hold_path,min_from,"addr[9]",
final_layout,nFillCells,3583,
worst_setup_path,reg2reg_from,"buff[1][7]",
synth,synth-async-reset-ratio,7.000,%
floorplan,die_h,207.4,um
worst_setup_path,cp_max_fo,11,
clock_network,holdBufCountCts,0,
synth,syn_inst,1304,
route,num_antenna_cells,0,
floorplan,dieArea,43010,um^2
status,status,"finished clean",
clock_network,clk_latency,0.55,ns
synth,postSynthSeqShare,51.88,%
global_routing,antenna_found_initial,0,
final_layout,stdcell_area,18980,um^2
global_routing,grt_pass1_vias,11000,
synth,synth-edff-count,264,
floorplan,fp_util,40.95,%
sta,setup_viol,0,
synth,yosysTopAreaCell,"edfxtp_1",
sta,drv_slew,0,
global_routing,grt_use_total,21.08,%
place,gp_congestion,0.9540,
sta,finalHoldViolCount,0,
clock_network,cts-root-buf,"clkbuf_16",
floorplan,core.rowCount,74,
synth,flop_cell,"edfxtp_1",
global_routing,gr-total-overflow,0,
power_and_ir_drop,p_per_area,382.8,nW/um^2
synth,ys_types,74,
worst_setup_path,reg2reg_to,"data_wr[7]",
synth,synth_area_per_cell,12.94,um^2
synth,yosysWarningCount,1,
clock_network,post_cts_buffers,0,
sta,setup_tns,0,ns
route,firstDrtPassIters,5,
power_and_ir_drop,p_leak,7.041,nW
route,detail_route.wl_per_cell,21.90,um
floorplan,die_w,207.4,um
clock_network,clock_path_buffers,3,
final_layout,lay_top_count,"edfxtp_1",
synth,ys_ff,300,
sta,rsz0062_at_grt,"no",
sta,min_period_over_period,82.05,%
sta,max_freq,176.6,MHz
worst_setup_path,crit_start,"buff[1][7]",
clock_network,htreeDepth,2,
sta,clock_skew,0.02941,ns
place,placed_cell_area,17830,um^2
synth,synth_top_area_share,46.98,%
global_routing,grt_max_degree,45,
route,vias_per_cell,5.558,
synth,synth_stat.cells,1304,
global_routing,use_met3,9.017,%
worst_setup_path,r2r_cells,21,
## cell type report
cell class	instances	area, um^2	area share [%]
Multi-Input combinational cell	843	7471	39.36
Clock buffer	43	948.4	4.997
Tap cell	532	665.6	3.507
Sequential cell	300	8760	46.15
Timing Repair Buffer	59	538.0	2.835
Inverter	106	397.9	2.096
Clock inverter	21	200.2	1.055
## synth_stat cells, types with 4 or more instances
cell type,number
ha_1,117
nor3_1,11
nand2_1,75
and2_1,5
buf_2,13
nor2_1,98
edfxtp_1,264
clkbuf_1,29
dfrtp_1,20
xor2_1,18
o211ai_1,9
nand2b_1,14
a211oi_1,6
a22oi_1,6
o2bb2ai_1,5
a211o_1,4
a21o_1,15
o21bai_1,19
maj3_1,4
a31o_2,5
and3_1,6
buf_4,5
fa_1,11
nor2b_1,8
o21ai_0,42
mux2i_1,34
buf_1,6
a31oi_1,12
dfxtp_1,15
inv_1,106
o21ai_1,4
a21oi_1,92
xnor2_1,49
nand3_1,16
mux2_2,7
or3_1,7
nand4_1,11
mux4_2,80
o31ai_1,5
## worst min path at each step
stage,end,cells past startpoint
CTS,addr[1],2
global route,row[4],2
finish,addr[9],2
## through the flow
step / hold slack (ns) / utilization, % / setup WS, ns / instances / total power [mW]
finish: 0.5387 / 46.07 / 1.239 / 1904 / 7.267
CTS: 0.5380 / 46.07 / 1.321 / 1904 / 7.309
detailed placement: 0.5262 / 43.28 / 1.336 / 1840 / 5.464
floorplan: 0.4710 / - / 2.128 / 1304 / 4.568
global placement: 0.5278 / 43.28 / 1.378 / 1840 / 5.468
global route: 0.5763 / 46.07 / 0.7867 / 1904 / 7.713
## registers in the layout (all words and copies together), names as in the netlist, named ones only
register  cells
state         6
col           5
cnt           5
buff        256
wen           1
addr         10
row           4
data_wr       8
## per-layer routing
layer	vias up	routed length [um]
met3	59	4011
li1	4941	-
met2	376	19430
met5	-	0
met1	5206	17300
met4	0	946
## where the power goes
| group | leakage (nW) | switching [mW] | internal [mW] |
|---|---|---|---|
| Combinational | 3.70 | 1.72 | 1.24 |
| Sequential | 2.77 | 0.177 | 2.29 |
| Clock | 0.563 | 0.760 | 1.07 |
| Total | 7.04 | 2.66 | 4.61 |
## worst max-delay path, stage by stage (launching register included)
cell and delay (ns):
edfxtp_1 0.44, ha_1 0.52, o21ai_0 0.14, o21bai_1 0.38
o22ai_1 0.15, buf_4 0.21, mux2i_1 0.13, a221o_1 0.29
a21oi_1 0.28, o211a_1 0.27, xnor2_1 0.22, inv_1 0.10
ha_1 0.31, a21o_1 0.18, a21o_1 0.16, a21o_1 0.19
a211oi_1 0.35, a31oi_1 0.19, nor2_1 0.39, nor4_1 0.10
a211o_1 0.31, a22oi_1 0.17
## cell families after synthesis
family / Yosys count / share of synthesized area, %
AOI/OAI and AO/OA: 257 / 9.892
xor gates and xnor gates: 69 / 3.670
adders and majority gates: 132 / 10.22
buffers and inverters: 161 / 3.841
DFF: 300 / 51.88
muxes: 122 / 13.30
other: 1 / 0.02222
and+or+nand+nor: 262 / 7.178
Power figures rest on the tool's default switching activity, not on a simulated workload.
