## flow/config.mk

```make
export PLATFORM = sky130hd
export DESIGN_NAME = LZ77_Encoder
export DESIGN_NICKNAME = LZ77_Encoder
export VERILOG_FILES = /design/flow/design.v
export SDC_FILE = /design/flow/constraint.sdc
export NUM_CORES = 4
export LEC_CHECK = 1
export CORE_UTILIZATION = 30
```

## flow/run.sh

```bash
#!/bin/bash
# OpenROAD 26Q1-2900-gdf79404cd8, Yosys 0.63+post, stock flow scripts
make -C /OpenROAD-flow-scripts/flow DESIGN_CONFIG=/design/flow/config.mk WORK_HOME=/design/flow/orfs finish
```

## flow/constraint.sdc

```tcl
current_design LZ77_Encoder

set clk_period 248.2
set clk_io_pct 0.2

create_clock -name clk0 -period $clk_period [get_ports {clk}]

set non_clock_inputs [all_inputs -no_clocks]
set_input_delay [expr $clk_period * $clk_io_pct] -clock clk0 $non_clock_inputs
set_output_delay [expr $clk_period * $clk_io_pct] -clock clk0 [all_outputs]
```

## flow/design.v

```verilog
module LZ77_Encoder(clk,reset,chardata,valid,encode,finish,offset,match_len,char_nxt);
input 				clk;
input 				reset;
input 		[7:0] 	chardata;
output reg 			valid;
output  			encode;
output reg 			finish;
output reg 	[3:0] 	offset;
output reg 	[2:0] 	match_len;
output reg 	[7:0] 	char_nxt;
reg			[1:0]	current_state, next_state;
reg			[11:0]	counter;
reg			[3:0]	search_index;
reg			[2:0]	lookahead_index;
reg			[3:0]	str_buffer	[2047:0];
reg			[3:0]	search_buffer	[8:0];
wire				equal	[7:0];
wire		[11:0]	current_encode_len;
wire		[2:0]	curr_lookahead_index;
wire		[3:0]	match_char [6:0];
parameter [1:0] IN=2'b00, ENCODE=2'b01, ENCODE_OUT=2'b10, SHIFT_ENCODE=2'b11;
integer i;
assign	encode = 1'b1;
assign	match_char[0] = search_buffer[search_index];
assign	match_char[1] = (search_index >= 1) ? search_buffer[search_index-1] : str_buffer[search_index];
assign	match_char[2] = (search_index >= 2) ? search_buffer[search_index-2] : str_buffer[1-search_index];
assign	match_char[3] = (search_index >= 3) ? search_buffer[search_index-3] : str_buffer[2-search_index];
assign	match_char[4] = (search_index >= 4) ? search_buffer[search_index-4] : str_buffer[3-search_index];
assign	match_char[5] = (search_index >= 5) ? search_buffer[search_index-5] : str_buffer[4-search_index];
assign	match_char[6] = (search_index >= 6) ? search_buffer[search_index-6] : str_buffer[5-search_index];
assign	equal[0] = (search_index <= 8) ? ((match_char[0]==str_buffer[0]) ? 1'b1 : 1'b0) : 1'b0;
assign	equal[1] = (search_index <= 8) ? ((match_char[1]==str_buffer[1]) ? equal[0] : 1'b0) : 1'b0;
assign	equal[2] = (search_index <= 8) ? ((match_char[2]==str_buffer[2]) ? equal[1] : 1'b0) : 1'b0;
assign	equal[3] = (search_index <= 8) ? ((match_char[3]==str_buffer[3]) ? equal[2] : 1'b0) : 1'b0;
assign	equal[4] = (search_index <= 8) ? ((match_char[4]==str_buffer[4]) ? equal[3] : 1'b0) : 1'b0;
assign	equal[5] = (search_index <= 8) ? ((match_char[5]==str_buffer[5]) ? equal[4] : 1'b0) : 1'b0;
assign	equal[6] = (search_index <= 8) ? ((match_char[6]==str_buffer[6]) ? equal[5] : 1'b0) : 1'b0;
assign	equal[7] = 1'b0;
assign	current_encode_len = counter+match_len+1;
assign	curr_lookahead_index = lookahead_index+1;
always @(posedge clk or posedge reset)
begin
	if(reset)
	begin
		current_state <= IN;
		counter <= 12'd0;
		search_index <= 4'd0;
		lookahead_index <= 3'd0;
		valid <= 1'b0;
		finish <= 1'b0;
		offset <= 4'd0;
		match_len <= 3'd0;
		char_nxt <= 8'd0;
		search_buffer[0] <= 4'd0;
		search_buffer[1] <= 4'd0;
		search_buffer[2] <= 4'd0;
		search_buffer[3] <= 4'd0;
		search_buffer[4] <= 4'd0;
		search_buffer[5] <= 4'd0;
		search_buffer[6] <= 4'd0;
		search_buffer[7] <= 4'd0;
		search_buffer[8] <= 4'd0;
	end
	else
	begin
		current_state <= next_state;
		case(current_state)
			IN:
			begin
				str_buffer[counter] <= chardata[3:0];
				counter <= (counter==2047) ? 0 : counter+1;
			end
			ENCODE:
			begin
				if(equal[match_len]==1 && search_index < counter && current_encode_len <= 2048)
				begin
					char_nxt <= str_buffer[curr_lookahead_index];
					match_len <= match_len+1;
					offset <= search_index;
					lookahead_index <= curr_lookahead_index;
				end
				else
				begin
					search_index <= (search_index==15) ? 0 : search_index-1;
				end
			end
			ENCODE_OUT:
			begin
				valid <= 1;
				char_nxt <= (current_encode_len==2049) ? 8'h24 : (match_len==0) ? str_buffer[0] : char_nxt;
				counter <= current_encode_len;
			end
			SHIFT_ENCODE:
			begin
				finish <= (counter==2049) ? 1 : 0;
				offset <= 0;
				valid <= 0;
				match_len <= 0;
				search_index <= 8;
				lookahead_index <= (lookahead_index==0) ? 0 : lookahead_index-1;
				search_buffer[8] <= search_buffer[7];
				search_buffer[7] <= search_buffer[6];
				search_buffer[6] <= search_buffer[5];
				search_buffer[5] <= search_buffer[4];
				search_buffer[4] <= search_buffer[3];
				search_buffer[3] <= search_buffer[2];
				search_buffer[2] <= search_buffer[1];
				search_buffer[1] <= search_buffer[0];
				search_buffer[0] <= str_buffer[0];
				for (i=0; i<2047; i=i+1) begin
					str_buffer[i] <= str_buffer[i+1];
				end
			end
		endcase
	end
end
always @(*)
begin
	case(current_state)
		IN:
		begin
			next_state = (counter==2047) ? ENCODE : IN;
		end
		ENCODE:
		begin
			next_state = (search_index==15 || match_len==7) ? ENCODE_OUT : ENCODE;
		end
		ENCODE_OUT:
		begin
			next_state = SHIFT_ENCODE;
		end
		SHIFT_ENCODE:
		begin
			next_state = (lookahead_index==0) ? ENCODE : SHIFT_ENCODE;
		end
		default:
		begin
			next_state = IN;
		end
	endcase
end
endmodule
```

==> ci_impl_report.md <==
### Metrics collected by this job

| Metric | Value |
|---|---|
| Routed wire length | approximately 900,000 um |
| Number of max-cap violations | 0 |
| Die Ht | 1080 um |
| Crit-path max FO | 53 |
| Largest net degree at the start of global routing | roughly 200 |
| Hold/Removal Path Class | reg2reg |
| Max VDD drop | 7.07 uV |
| Mux area share | 0.00601 |
| WHS Endpoint | str_buffer[968][3]$_DFFE_PP_ |
| Cycle use final | 0.221 |
| Avg WL per Cell | 18.9 um |
| TritonCTS clock tree | yes |
| Routability cong. | between 0.9 and 1 |
| Yosys cell types | roughly 110 |
| GRT overflow | 0 |
| Clock Sinks | 8,265 |
| Number of DRC markers in iteration 0 | 17,300 |
| Async set-reset flop share out of synthesis | 0.00883 |
| Slowest cell on the critical path | clkdlybuf4s50_1 |
| Syn Inst Count | between 30,000 and 40,000 |
| Synth Cell Area | between 300,000 and 400,000 um^2 |
| Status | finished clean |
| Worst reg2reg path startpoint | current_state[3]$_DFF_PP0_ |
| Yosys adder share | 0.00134 |
| Setup violators final | 0 |
| Total Routing Usage GR | 0.164 |
| Critical path buffers and inverters | 8 |
| AO/OA Area Share | 0.0430 |
| Vias | roughly 240k |
| Main logic family | simple AND/OR/NAND/NOR gates |
| Top cell family by delay on the critical path | buffers and inverters |
| Fmax | approximately 18 MHz |
| First-pass GRT wire length | between 1,000,000 and 1,500,000 um |
| RSZ-0062 raised after global routing | false |
| FILL cells | 114,000 |
| FP Util | 0.301 |
| Setup TNS | 0 ps |
| Max-area cell share | 0.702 |
| Cell count of the worst reg-to-reg path | 12 |
| Headroom to the max-slew limit | 0.237 |
| Yosys Chip Area | 350,000 um^2 |
| Actual slew at the worst max-slew pin | 1120 ps |
| Util after Layout | 0.337 |
| Residual DRC count | 0 |
| Max incr delay on CP | approximately 820 ps |
| Dpl hpwl | roughly 540,000 um |
| Mapped Avg Cell Area | between 10 and 15 um^2 |
| Crit path cell chain | clkdlybuf4s50_1, clkinv_2, o21ai_4, buf_4, buf_4, buf_4, buf_4, buf_4, buf_4, a21oi_1 |
| Period minus WS final | 54,850 ps |
| Yosys warns | 3 |
| Total power draw | around 2.8 mW |
| Setup bufs post-CTS | 0 |
| Worst reg2reg endpoint | str_buffer[1375][1]$_DFFE_PP_ |
| Initial antenna violation count | 27 |
| Startpoint Class | input pin |
| Most frequent logic cells in the routed design | 18,600 x nand2_1, 8,192 x edfxtp_1, 2,157 x a21oi_1, 854 x clkbuf_16, 664 x buf_4 |
| Post_cts resized | 0 |
| I/O Buffers | 19 |
| Clock Tree Buf Depth | 5 |
| Main area contributors | edfxtp_1 70%, nand2_1 20%, a21oi_1 3.1% |
| Layout cell share with drive strength beyond 1 | 0.0612 |
| PwrDens | between 7 and 8 nW/um^2 |
| Final Max Tran Viols | 0 |
| Synth area leader | edfxtp_1 |
| Hold path depth | 2 |
| Register share after synthesis | 0.707 |
| Leak pwr | around 140 nW |
| Top_reg_cell synth | edfxtp_1 |
| Cell mode on critical path | buf_4 |
| DRT antenna net count | 0 |
| Worst Hold Launch | str_buffer[969][3]$_DFFE_PP_ |
| DIE AREA | 1,170,000 um^2 |
| Fin. Hold Viols | 0 |
| Xor/xnor share | 0.00127 |
| Clk root buf | clkbuf_16 |
| CP Capture Type | flip-flop |
| Tool warnings | 243 |
| Late-Pin Clk Latency | 1170 ps |
| Row count | 396 |
| Worst endpoint data arrival time | 55,660 ps |
| Vias in the first global route | roughly 250k |
| Post-synth EDFFs | 8,192 |
| Core ar. | 1,160,000 um^2 |
| Vias per cell | 4.87 |
| First-pass DRT Iterations | 9 |
| IO Count | 28 |
| Finished Layout Cells | just under 50,000 |
| Area growth syn-to-layout | 11.9% |
| Ys flops | 8,265 |
| H-tree levels | 6 |
| Total CTS buffers | 847 |
| Clock skew | 164 ps |
| Cell count listed in synth_stat.txt | between 30,000 and 40,000 |
| WS Path Type | in2reg |
| Clk pin slew, worst setup/hold paths | ~60 ps |
| Cts-stage hold buffer count | 0 |
| Dominant logic cell type in the layout | nand2_1 |
| R2r setup slk | approximately 240,000 ps |
| Die W | about 1100 um |
| Crit path DRT | roughly 250,000 ps |
| Synth Area in Simple Gates | 0.210 |
| Post-Place Cells | ~47,000 |
## logic make-up (layout without fill, tap and decap cells)
family,count (synthesis),in the layout
compound gates,2721,2721
simple gates,19400,19400
buf+inv,2820,2264
mux,191,191
xor+xnor,49,49
flops,8265,8265
other cells,2,60
fa+ha+maj,37,37
## synthesized netlist by cell type, drive strengths merged (19+ instances only)
cell    instances
nand2b         26
nand3         107
nor2b          35
ha             36
nor3           41
inv            41
a32oi          30
o22ai          24
o32ai          21
mux2i         107
a211oi         30
nand4          56
nand2       18600
clkbuf       2579
a31oi          27
o21ai         126
xor2           21
a21oi        2158
a22oi          51
xnor2          28
dfrtp          72
edfxtp       8192
nor2          368
and3           41
buf           199
o211ai         20
a221oi         27
a22o           23
mux2           77
nor3b          19
## area by class of cell
type                    instances  area (um^2)  share of cell area
flip-flops and latches       8265       248000               0.632
multi-input cells           22400        92100               0.235
clock buffers                1002        21900              0.0559
well taps                   15500        19400              0.0495
repair buffers                720         5920              0.0151
clock inverters               500         4540              0.0116
inverters                      42          159            0.000405
diodes                         56          140            0.000357
## worst reg2reg max path: cells and delay by family (launching register included)
kind | cells | cell delay (ps)
AND/OR/NAND/NOR | 2 | 320
flip-flops | 1 | 840
buffers and inverters | 10 | 7690
## stage by stage
step	worst slack [ps]	hold WS, ps	area (um^2)
detailed placement	192290	490	365000
floorplan	195420	431	350000
global placement	192250	483	365000
CTS	193500	432	392000
global route	193010	450	392000
finish	193350	434	392000
## how the worst max path moves through the flow
stage | end | startpoint | cells after the start | slack, ps
after CTS | str_buffer[1361][1]$_DFFE_PP_ | reset | 10 | 193500
after global routing | str_buffer[1371][3]$_DFFE_PP_ | reset | 10 | 193010
final | str_buffer[1371][3]$_DFFE_PP_ | reset | 10 | 193350
## power breakdown
part           leakage, nW  internal, mW  switching (mW)
Combinational         48.8        0.0132          0.0473
Clock                 12.9         0.709           0.526
Sequential            74.6          1.53               0
Total                  136          2.26           0.573
## metal layers
layer | vias up | share of wire | GRT usage
met4 | 16 | 0.031 | 0.0444
li1 | 109000 | - | -
met3 | 1560 | 0.13 | 0.0960
met2 | 11500 | 0.45 | 0.239
met5 | - | 0.00088 | 0.00556
met1 | 115000 | 0.39 | 0.214
## registers in the layout, summed over array words and instances (netlist names)
signal           cells
match_len            3
valid                1
current_state        4
lookahead_index      3
search_index         4
search_buffer       36
counter             12
char_nxt             5
finish               1
str_buffer        8192
offset               4
Power figures rest on the tool's default switching activity, not on a simulated workload.
